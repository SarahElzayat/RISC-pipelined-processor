File: flow/design.v
module forwarding_unit (
    input ex_inPortSelect,
    input mem_inPortSelect,
    input [2:0] ex_mem_rdest,
    input ex_mem_reg_write,
    input [3:0] mem_wb_rdest,
    input mem_wb_reg_write,
    input [3:0] rsrc,
    input [3:0] rdest,
    output reg [2:0] alu_src1_select,
    output reg [2:0] alu_src2_select
);
    always @(*) begin
        alu_src1_select = 3'b010;  
        alu_src2_select = 3'b010;  
        if (ex_mem_reg_write === 1'b1 && {1'b0,ex_mem_rdest} === rdest) begin
            alu_src1_select = 3'b001;  
            if (ex_inPortSelect) alu_src1_select = 3'b011;  
        end
        else if (mem_wb_reg_write === 1'b1 && mem_wb_rdest === rdest) begin
            alu_src1_select = 3'b000;  
            if (mem_inPortSelect) alu_src1_select = 3'b100;  
        end
        if (ex_mem_reg_write === 1'b1 && {1'b0,ex_mem_rdest} === rsrc) begin
            alu_src2_select = 3'b001;  
            if (ex_inPortSelect) alu_src2_select = 3'b011;  
        end
        else if (mem_wb_reg_write === 1'b1 && mem_wb_rdest === rsrc) begin
            alu_src2_select = 3'b000;  
            if (mem_inPortSelect) alu_src2_select = 3'b100;  
        end
    end
endmodule
File: flow/run.sh
#!/bin/bash
# OpenROAD 26Q1-2900-gdf79404cd8, Yosys 0.63+post, stock flow scripts
make -C /OpenROAD-flow-scripts/flow DESIGN_CONFIG=/design/flow/config.mk WORK_HOME=/design/flow/orfs finish
File: flow/config.mk
export PLATFORM = sky130hd
export DESIGN_NAME = forwarding_unit
export DESIGN_NICKNAME = forwarding_unit
export VERILOG_FILES = /design/flow/design.v
export SDC_FILE = /design/flow/constraint.sdc
export NUM_CORES = 4
export LEC_CHECK = 1
export CORE_AREA = 10 10 70 70
export DIE_AREA = 0 0 80 80
File: flow/constraint.sdc
current_design forwarding_unit

set clk_period 1.9
set clk_io_pct 0.2

create_clock -name clk0 -period $clk_period

set non_clock_inputs [all_inputs -no_clocks]
set_input_delay [expr $clk_period * $clk_io_pct] -clock clk0 $non_clock_inputs
set_output_delay [expr $clk_period * $clk_io_pct] -clock clk0 [all_outputs]
==> impl_metrics.csv <==
group,metric,value,unit
status,outcome,"finished clean",
grt,grt_start_max_net_pins,4,
power,power_density_over_the_cells,164,nW/um^2
floorplan,die.size.x,80,microns
worst_hold_path,hold-path-cell-count,5,
cells_and_area,layout.filler_cells,398,
cells_and_area,post_route_cells_drive_above_1_share,54.0,%
yosys,synth-seq-area-share,0,%
floorplan,floorplan.io_pins,25,
sta,report.final.setup_viol,0,
cells_and_area,clock_buffer_count,0,
sta,grt_setup_unrepaired,"yes",
route,vias_per_cell,2.98,
critical_path,cp.required,1.52,ns
route,num_vias,328,
cells_and_area,flop-count,0,
sta,finalMaxSlewViolations,0,
place,io_buffers,25,
cells_and_area,total_non_filler_cell_area_in_the_finished_layout,593,sq um
floorplan,die-height,80,microns
cells_and_area,area.sequential,0,sq um
sta,whs,1.30,ns
route,routed_wl,1.15,mm
yosys,post_synth_inst_count,29,
floorplan,std_cell_rows,21,
cells_and_area,area_growth,143,%
yosys,yosys.stat.chipArea,244,sq um
sta,timing.final.crit_share,97.5,%
sta,setup_tns_final,0,ns
yosys,netlist.top_cell.by_instances,"sky130_fd_sc_hd__xor2_1",
grt,grt_util_all_layers,3.26,%
floorplan,initial_utilization,7.14,%
sta,worst_slack,0.0471,ns
sta,maxSlewHeadroom,88.1,%
route,detail_route.drc_violations,0,
yosys,yosys-stat-cells,29,
yosys,largest_area_cell,"sky130_fd_sc_hd__xor2_1",
yosys,netlist_top_cells_area,"sky130_fd_sc_hd__xor2_1 29%, sky130_fd_sc_hd__xnor2_1 22%, sky130_fd_sc_hd__mux2_4 12%, sky130_fd_sc_hd__nor3b_2 10%, sky130_fd_sc_hd__nand3_2 8.2%",
sta,final.min_clock_period,1.85,ns
critical_path,peak_fanout_along_the_critical_path,2,
yosys,synth_cell_type_count,9,
cts,postCtsHoldBufs,0,
place,place_area,589,sq um
place,gp_congestion,0.694,
grt,first_global_vias,326,
power,vdd_ir_drop_max,0.0000261,V
yosys,post_synth_most_frequent_cells,"8 x sky130_fd_sc_hd__xor2_1, 6 x sky130_fd_sc_hd__xnor2_1, 3 x sky130_fd_sc_hd__inv_1",
place,pre_cts_slack,-0.534,ns
yosys,yosysWarningCount,1,
grt,grt_remaining_overflow,0,
yosys,post-synth-top-area-fraction,28.7,%
worst_hold_path,holdCritPathClass,"input port to output port",
critical_path,worstSetupPathType,"input port to output port",
place,dp.final_hpwl,1.05,mm
grt,grt_antenna_before_repair,1,
critical_path,cp_data_arrival_time,1.47,ns
route,detail-route-antenna-nets,0,
power,p_leak,0.281,nW
route,avgRoutedWirePerCell,10.4,microns
yosys,post_synth.cell_area_avg,8.41,sq um
route,first_pass_iters,2,
route,drt_iter0_markers,4,
sta,achievable-frequency,540,MHz
critical_path,setup.worst_path.start_class,"input port",
sta,final-hold-violation-count,0,
yosys,synth.cell_area,244,sq um
sta,timing_worst_slew_pin_value,0.178,ns
floorplan,core-area,3420,sq um
critical_path,endpoint_kind,"output port",
run,log_warnings,33,
floorplan,fp.dieArea,6400,sq um
run,drv.max_cap_violation_count,0,
grt,grt_first_pass_wirelength,1.68,mm
-- per-stage QoR --
| step | std cells | utilization (%) | power (W) |
|---|---|---|---|
| 4_1_cts | 110 | 17.4 | 0.0000980 |
| 2_1_floorplan | 29 | - | 0.0000352 |
| 6_report | 110 | 17.4 | 0.0000971 |
| 5_1_grt | 110 | 17.4 | 0.000106 |
| 3_3_place_gp | 105 | 17.3 | 0.000103 |
| 3_5_place_dp | 105 | 17.3 | 0.000104 |
-- layout make-up --
type	count	area [sq um]	share of cell area [%]
inverter	3	11.3	1.90
antenna	1	2.50	0.422
tap	46	57.6	9.70
multi-input combinational	26	263	44.3
timing repair buffer	34	259	43.7
-- worst max-delay path: stages --
cell and delay [ns]:
sky130_fd_sc_hd__buf_2 0.11, sky130_fd_sc_hd__xor2_1 0.16, sky130_fd_sc_hd__nor3b_2 0.20, sky130_fd_sc_hd__nand3_2 0.12, sky130_fd_sc_hd__buf_6 0.14, sky130_fd_sc_hd__nor3b_2 0.14
sky130_fd_sc_hd__dlygate4sd2_1 0.23
-- path summary, 6_finish.rpt --
check                    start                 end  slack (ns)
worst min-delay path  rdest[0]  alu_src1_select[1]        1.30
worst max-delay path   rsrc[1]  alu_src2_select[2]        0.05
-- report_power, final --
part	internal (W)	switching, W
Clock	0.0000000000703	0
Combinational	0.0000589	0.0000382
Sequential	0	0
Total	0.0000589	0.0000382
-- layer usage --
metal	vias to the layer above	routed length (microns)	share of wire (%)	GRT usage (%)
met5	-	0	0	0
met4	0	0	0	0
met3	0	149	13	1.70
met2	14	569	50	5.62
met1	149	427	37	3.70
li1	165	-	-	-
-- cells by family (layout without fill, tap and decap cells) --
family                    count (synthesis)  in the layout  share of synthesized area [%]
xor gates and xnor gates                 14             14                           50.3
other                                     0              1                              0
muxes                                     2              2                           12.3
and+or+nand+nor                          10             10                           32.8
buffers and inverters                     3             37                           4.62
-- cells in the final DEF (no fill, tap or decap) --
cell / instances
sky130_fd_sc_hd__nand3_1: 2
sky130_fd_sc_hd__nor3b_2: 4
sky130_fd_sc_hd__buf_4: 7
sky130_fd_sc_hd__buf_2: 12
sky130_fd_sc_hd__inv_1: 3
sky130_fd_sc_hd__clkdlybuf4s50_1: 3
sky130_fd_sc_hd__xnor2_1: 5
sky130_fd_sc_hd__clkdlybuf4s15_1: 1
sky130_fd_sc_hd__xor2_2: 1
sky130_fd_sc_hd__mux2_4: 2
sky130_fd_sc_hd__diode_2: 1
sky130_fd_sc_hd__nor3_2: 1
sky130_fd_sc_hd__xor2_1: 7
sky130_fd_sc_hd__dlygate4sd2_1: 7
sky130_fd_sc_hd__xnor2_2: 1
sky130_fd_sc_hd__clkdlybuf4s15_2: 1
sky130_fd_sc_hd__buf_6: 3
sky130_fd_sc_hd__nand3_2: 2
sky130_fd_sc_hd__nor3_1: 1
-- what timing repair did --
item	in CTS	in global routing
buffers inserted	5	0
pin swaps	14	2
gates resized	70	1
endpoints found under the setup margin	6	3
Power is estimated from default activity; no workload was simulated.
