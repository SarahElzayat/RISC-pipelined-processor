**./config.mk**
```make
export PLATFORM = sky130hd
export DESIGN_NAME = hazard_controller
export DESIGN_NICKNAME = hazard_controller
export VERILOG_FILES = /design/flow/design.v
export SDC_FILE = /design/flow/constraint.sdc
export NUM_CORES = 4
export LEC_CHECK = 1
export CORE_AREA = 10 10 70 70
export DIE_AREA = 0 0 80 80
```
**./constraint.sdc**
```tcl
current_design hazard_controller

set clk_period 1.5
set clk_io_pct 0.2

create_clock -name clk0 -period $clk_period

set non_clock_inputs [all_inputs -no_clocks]
set_input_delay [expr $clk_period * $clk_io_pct] -clock clk0 $non_clock_inputs
set_output_delay [expr $clk_period * $clk_io_pct] -clock clk0 [all_outputs]
```
**./design.v**
```verilog
module hazard_controller(
    input branch_result,
    input [3:0] R_dest_dec,
    input [3:0] R_src_dec,
    input [3:0] R_dest_fetch,
    input [3:0] R_src_fetch,
    input mem_read_dec,
    output flush_fetch,
    output reg  stall_fetch,
    output flush_decode,
    output reg pc_write
);
    reg clear_control_signals;
    assign flush_fetch = branch_result === 1'b1 ;
    assign flush_decode = clear_control_signals | branch_result === 1'b1;
    always @(*) begin
        clear_control_signals = 1'b0;
        pc_write = 1'b1;
        stall_fetch = 1'b0;
        if(mem_read_dec === 1'b1 && (R_dest_dec === R_src_fetch || R_dest_dec === R_dest_fetch )) begin
            clear_control_signals = 1'b1;
            pc_write = 1'b0;
            stall_fetch = 1'b1;
        end
    end
endmodule : hazard_controller
```
**./run.sh**
```bash
#!/bin/bash
# OpenROAD 26Q1-2900-gdf79404cd8, Yosys 0.63+post, stock flow scripts
make -C /OpenROAD-flow-scripts/flow DESIGN_CONFIG=/design/flow/config.mk WORK_HOME=/design/flow/orfs finish
```
==> impl_metrics.yaml <==
# physical design summary
route:
  dr.first_iter.drc_count: 4
  detailedRoute.firstPassIterationCount: 4
  drtAntennaViolNets: 0
  detail_route.drc_violations: 0
  routed_via_density: 1.94
  antenna_cells: 0
  wl_um: 648
  vias: 151
  avgRoutedWirePerCell_um: 8.31
grt:
  number_of_antenna_violations_at_the_first_check_in_global_routing: 0
  first_global_vias: 166
  global_route_wire_length_before_repair_um: 972
  gr-usage-met2_pct: 3.13
  use_met3_pct: 0.227
  busiest_layer: "met2"
  grt_usage_pct: 1.92
  gr-total-overflow: 0
  grt_start_max_net_pins: 4
  grtUsageMet1_pct: 2.78
power:
  cellLeakagePower_uw: 0.000141
  p_int_uw: 44.7
  share_comb_of_total_power_pct: 100.0
  sw_frac_of_total_pct: 39.4
  power.sequential.fraction_pct: 0
  power.density_cell_area_mw_per_mm2: 218
  peakVddDrop_v: 0.0000427
  power_frac_clock_pct: 0
  power.net_switching_uw: 29.1
final_timing:
  hold_violations: 0
  rsz0062_at_grt: "yes"
  final.min_clock_period_ns: 1.45
  fin_crit_sh_pct: 96.9
  slew_headroom_pct: 81.7
  final.hold.worst_slack_ns: 1.01
  worstMarginPinSlew_ns: 0.273
  final-setup-viol-count: 0
  max_clock_freq_mhz: 688
  final_critical_path_setup_slack_ns: 0.0469
  report.final.slew_viol_count: 0
logic_synthesis:
  postSynthSeqShare_pct: 0
  synthesized_area_divided_by_synthesized_cell_count_um2: 8.67
  top_cells_area: "sky130_fd_sc_hd__xor2_1, sky130_fd_sc_hd__nor4_2, sky130_fd_sc_hd__o21ai_2, sky130_fd_sc_hd__buf_4, sky130_fd_sc_hd__nand2b_1"
  yosys_warnings: 1
  most_used_standard_cells_in_the_synthesized_netlist: "sky130_fd_sc_hd__xor2_1, sky130_fd_sc_hd__nor4_2"
  post_synthesis_chip_area_from_yosys_um2: 121
  yosysUniqueCellTypes: 6
  post-synth-top-count-cell: "sky130_fd_sc_hd__xor2_1"
  mappedNetlistArea_um2: 121
  synth_top_cell_by_area: "sky130_fd_sc_hd__xor2_1"
  synth_top_area_share_pct: 57.7
  yosys-stat-cells: 14
  synthCells: 14
setup_path:
  cp_data_required_time_ns: 1.20
  critical_path_arrival_ns: 1.15
  setup.worst_path.start_class: "primary input"
  cpPeakStageDelay_ns: 0.31
  cpMaxStageDelayCell: "sky130_fd_sc_hd__nor4_2"
  worst_setup_path_type: "primary input to output pin"
  critical_path.max_fanout: 3
  worstSetupEndpointType: "output pin"
  timing.critical_path.cells: "buf_8 -> xor2_2 -> nor4_2 -> o21ai_2 -> nand2b_1 -> buf_2"
job:
  stage_log_warnings: 38
  max_cap_violations: 0
status:
  run_status: "completed"
placement:
  place.detailed.hpwl_um: 616
  preCtsSetupSlack_ns: -0.746
  buffer_ports.inserted: 18
  postPlaceCellArea_um2: 352
  gp_congestion: 0.681
worst_hold_path:
  hold_path_class: "primary input to output pin"
floorplanning:
  fp-row-count: 21
  floorplan.io_pins: 22
  die_y_um: 80
  dieArea_mm2: 0.00640
  design.core.area_mm2: 0.00342
  initCoreUtil_pct: 3.55
  floorplan.die.width_um: 80
layout:
  final_layout_size_suffix_gt1_share_pct: 65.6
  clock_buffer_count_in_the_final_layout: 0
  sequential_cell_total: 0
  area_growth_pct: 179
  ff_latch_area_um2: 0
  postLayoutCoreUtil_pct: 9.93
  final_design_area_no_fill_um2: 339
clock_tree:
  cts_hold_buf: 0
[layout make-up]
type / instances / area [um2]
tap: 46 / 57.6
multi-input combinational: 12 / 133
inverter: 1 / 3.75
timing repair buffer: 19 / 145
fill: 409 / 3080
[metal layers]
layer,wire [um],up-vias
li1,-,79
met2,293,9
met3,64,0
met5,0,-
met4,0,0
met1,290,63
[critical path, delay by kind of cell]
kind	cells	cell delay [ns]
AOI/OAI and AO/OA	1	0.12
xor gates and xnor gates	1	0.17
and+or+nand+nor	2	0.38
buffers and inverters	2	0.19
[power groups by stage]
stage | registers (uW) | logic [uW] | clock network (uW)
finish | 0 | 73.8 | 0
CTS | 0 | 69.5 | 0
global route | 0 | 82.4 | 0
[final timing paths]
path / from / end / depth (start not counted)
worst max-delay path: R_dest_dec[2] / flush_decode / 6
worst min-delay path: branch_result / flush_decode / 3
[logic make-up after synthesis]
group	count (synthesis)	share of synthesized area [%]
buffers and inverters	2	9.28
AND/OR/NAND/NOR	3	25.8
XOR/XNOR	8	57.7
AND-OR/OR-AND	1	7.22
[stage by stage]
| stage | total power, uW | instances | TNS, ns |
|---|---|---|---|
| after floorplan | 24.6 | 14 | 0 |
| after global placement | 82.1 | 77 | -2.17 |
| after detailed placement | 82.5 | 77 | -2.16 |
| after global routing | 82.4 | 78 | -0.127 |
| final | 73.8 | 78 | 0 |
| after CTS | 69.5 | 77 | -0.0112 |
[what timing repair did]
action / CTS / global route
hold endpoints to repair: 0 / 0
setup buffers: 0 / 1
endpoints found under the setup margin: 4 / 3
pin swaps: 8 / 5
resized: 53 / 9
[cell usage in the layout, fill, tap and decap left out]
cell type	netlist	layout
sky130_fd_sc_hd__xor2_1	8	5
sky130_fd_sc_hd__o21ai_2	1	1
sky130_fd_sc_hd__buf_8	0	1
sky130_fd_sc_hd__clkdlybuf4s50_1	0	2
sky130_fd_sc_hd__buf_2	0	8
sky130_fd_sc_hd__buf_6	0	2
sky130_fd_sc_hd__nor4_2	2	2
sky130_fd_sc_hd__xor2_2	0	3
sky130_fd_sc_hd__inv_1	1	1
sky130_fd_sc_hd__clkdlybuf4s15_1	0	1
sky130_fd_sc_hd__buf_4	1	1
sky130_fd_sc_hd__clkdlybuf4s15_2	0	1
sky130_fd_sc_hd__dlygate4sd2_1	0	1
sky130_fd_sc_hd__nand2b_1	1	1
sky130_fd_sc_hd__clkbuf_2	0	2
Power is estimated from default activity; no workload was simulated.
