--- design.v ---
module alu(
    input [15:0] Op1,
    input [15:0] Op2,
    input [1:0]  AlUmode,
    input [1:0] carrySelect,
    output [2:0] conditionCodeRegister,
    output reg [15:0] result
);
    reg carry;
    wire zero, negative;
    always @* begin
        carry = 0;
        case (AlUmode)
            2'b00: 
                {carry, result} = Op1 + Op2;
            2'b01: result =  ~Op1;
            2'b10: result = Op1;
            2'b11: result = 16'b0;
            default: result = 16'b0;
        endcase
    end
    assign negative = result[15];
    assign zero = (result == 0);
    assign conditionCodeRegister = {carry, negative, zero};
endmodule
module execute_stage (
    input clk,  
    input reset,  
    input [15:0] Op1,  
    input [15:0] Op2,  
    input [1:0] AlUmode,  
    output [15:0] result_r,  
    output [2:0] conditionCodeRegister_r,  
    input [1:0] carrySelect,  
    input RegWrite,
    output RegWrite_r,
    input [2:0] reg_write_address_from_decode,
    output [2:0] reg_write_address_to_memory,
    input [15:0] sign_extend_from_decode,
    output [15:0] sign_extend_to_memory,
    input write_back_select_from_decode,
    output write_back_select_to_memory,
    input [15:0] reg_file_read_data1_from_decode,
    input [15:0] reg_file_read_data2_from_decode,
    output [15:0] reg_file_read_data1_to_mem,
    output [15:0] reg_file_read_data2_to_mem,
    input memRead_from_decode,
    output memRead_to_mem,
    input memWrite_from_decode,
    output memWrite_to_mem
);
    wire [15:0] result;
    var_reg  #(.size(16))
    pip_EX_MEM (
        .clk (clk),
        .rst(reset),
        .D (result),
        .Q (result_r)
    );
    wire [2:0] conditionCodeRegister;
    var_reg  #(.size(3))
    pip_EX_MEMM (
        .clk (clk && AlUmode!=2'b11),
        .rst(reset),
        .D (conditionCodeRegister),
        .Q (conditionCodeRegister_r)
    );
    var_reg  #(.size(1))
    pip_EX_MEM_regs (
        .clk (clk),
        .rst(reset),
        .D (RegWrite),
        .Q (RegWrite_r)
    );
    var_reg  #(.size(3))
    pip_EX_MEM_regs2 (
        .clk (clk),
        .rst(reset),
        .D (reg_write_address_from_decode),
        .Q (reg_write_address_to_memory)
    );
    var_reg  #(.size(16))
    pip_EX_MEM_regs3 (
        .clk (clk),
        .rst(reset),
        .D (sign_extend_from_decode),
        .Q (sign_extend_to_memory)
    );
    var_reg  #(.size(1))
    pip_EX_MEM_regs4 (
        .clk (clk),
        .rst(reset),
        .D (write_back_select_from_decode),
        .Q (write_back_select_to_memory)
    );
    var_reg  #(.size(16*2))
    pip_EX_MEM_regs45 (
        .clk (clk ),
        .rst(reset),
        .D ({
        reg_file_read_data1_from_decode,
        reg_file_read_data2_from_decode
        }),
        .Q ({
        reg_file_read_data1_to_mem,
        reg_file_read_data2_to_mem
        })
    );
    var_reg  #(.size(2))
    pip_EX_MEM_regs5 (
        .clk (clk),
        .rst (reset),
        .D ({memRead_from_decode,
        memWrite_from_decode
        }),
        .Q ({
        memRead_to_mem,
        memWrite_to_mem
        })
    );
    alu
    alu_dut (
        .Op1 (Op1),
        .Op2 (Op2),
        .AlUmode (AlUmode),
        .carrySelect (carrySelect),
        .conditionCodeRegister (conditionCodeRegister),
        .result (result)
    );
endmodule
module var_reg #(parameter size = 8)(
    input [size-1:0] D,
    input clk,
    input rst,
    output reg [size-1:0] Q
);
    always @(posedge clk, posedge rst)
    begin
        if (rst)
            Q <= 'bz;
        else
            Q <= D;
    end
endmodule
--- run.sh ---
#!/bin/bash
# OpenROAD 26Q1-2900-gdf79404cd8, Yosys 0.63+post, stock flow scripts
make -C /OpenROAD-flow-scripts/flow DESIGN_CONFIG=/design/flow/config.mk WORK_HOME=/design/flow/orfs finish
--- config.mk ---
export PLATFORM = sky130hd
export DESIGN_NAME = execute_stage
export DESIGN_NICKNAME = execute_stage
export VERILOG_FILES = /design/flow/design.v
export SDC_FILE = /design/flow/constraint.sdc
export NUM_CORES = 4
export LEC_CHECK = 1
export CORE_UTILIZATION = 40
--- constraint.sdc ---
current_design execute_stage

set clk_period 1.0
set clk_io_pct 0.2

create_clock -name clk0 -period $clk_period [get_ports {clk}]

set non_clock_inputs [all_inputs -no_clocks]
set_input_delay [expr $clk_period * $clk_io_pct] -clock clk0 $non_clock_inputs
set_output_delay [expr $clk_period * $clk_io_pct] -clock clk0 [all_outputs]
==> summary.txt <==
Notes on the physical implementation.

- The run finished, with violations left.
- The final reports fail on hold timing, setup timing.
- STA classifies the critical path endpoint as a flip-flop.
- Synthesis produced roughly 240 cells.
- The main area contributors are sky130_fd_sc_hd__dfrtp_1 (60%), sky130_fd_sc_hd__ha_1 (6.5%), sky130_fd_sc_hd__mux2i_1 (3.2%), sky130_fd_sc_hd__a21oi_1 (2.3%), sky130_fd_sc_hd__nor2_1 (2.1%).
- The internal power is 0.00635 W, for reference.
- The most used standard cell by instance count after synthesis is sky130_fd_sc_hd__dfrtp_1, for reference.
- The initial antenna violation count is 3, for reference.
- Per the summary, power density relative to cell area is 1380 mW/mm2.
- The proportion of power drawn by combinational gates is 0.257, for reference.
- The routability congestion estimate from global placement is 0.886, for reference.
- The share of total power dissipated in sequential elements is 0.377.
- For this design the top-level I/O count stands at 167.
- The DRC violation total left in the routed layout is recorded as 0.
- The share of total power in the clock network is 0.366, for reference.
- The floorplan step records an initial core utilization of 0.420.
- For this run, the chip area from Yosys synthesis comes to slightly above 0.003 mm2.
- The Yosys step of the flow raised 7 warnings.
- The synthesized design contains 0 enable-type register cells.
- The setup total negative slack is -37590 ps, for reference.
- The share of the clock period used by the worst path is 2.21, for reference.
- The number of max-cap violations is 0, for reference.
- The final-report max-slew violation count is 0, for reference.
- In the final routed layout, each cell accounts on average for roughly 19 um.
- The fraction of final layout cells sized beyond drive strength 1 is 0.429, for reference.
- Counting endpoints that fail hold in the final report gives 1.
- The count of tool warnings is 33, for reference.
- TritonCTS built the clock tree.
- The data required time reported for the critical path is 1640 ps.
- Ranked by instance count, the synthesized netlist is headed by sky130_fd_sc_hd__dfrtp_1 (74), sky130_fd_sc_hd__nor2_1 (17), sky130_fd_sc_hd__ha_1 (16).
- The post-route worst hold slack is -95.4 ps, for reference.
- According to the hold report, the worst path is of the in2reg type.
- The detailed placer reported the number of placed instances as 562.
- The total power draw is 0.00858 W, for reference.
- The clock-pin slew on the worst setup and hold paths is 70 ps, for reference.
- The first global-routing pass estimated 18500 um of wire.
- The count of different cell masters after synthesis is 48, for reference.
- The largest area contributor in the netlist is sky130_fd_sc_hd__dfrtp_1, for reference.
- STA classifies the critical path startpoint as an input pin.
- Of all flip-flops after synthesis, the portion carrying an async set or reset was 1.00.
- The number of standard-cell rows in the floorplan is 31, for reference.
- The post-synthesis cell area is 0.00309 mm2, for reference.
- Per the OpenROAD floorplan log, the height of the die is 89.9 um.
- The minimum clock period after layout is 2210 ps, for reference.
- For reference, the post-synthesis area per instance comes to around 13 um2.
- Per the post-route antenna check, the number of violating nets is 0.
- The setup-violating endpoint count in the final report is 89, for reference.
- The area fraction of the largest cell type after synthesis is 0.599.
- The half-perimeter wire length of the detailed placement result is 6720 um, for reference.
- The script extracted a total leakage power of 2.92 nW.
- Entering global routing, the biggest net connects 29 pins.
- Looking at the max-slew report, the worst-margin pin has a slew of 357 ps.
- Based on the critical path, the design can be clocked at up to between 0.4 and 0.5 GHz.
- Counting flops and latches in the post-synthesis netlist gives roughly 74.
- Summed over all routing layers, the global router reports a total usage of 0.317.
- The number of vias per cell is 5.05, for reference.
- The count of cells along the worst hold path is 3, for reference.
- The relative slew slack is 0.762, for reference.
- The largest fanout on the critical path is 2, for reference.
- Setup repair after global routing could not meet its margin everywhere.
- Across the VDD grid, the largest voltage drop is between 0.0009 and 0.001 V.
- The minimum setup slack in the final design is -1210 ps, for reference.
- The class of the most critical setup path is in2reg, for reference.
- The total number of vias is 3299, for reference.
- The sequential area share after synthesis is 0.599, for reference.
- Summed over all layers, the routed wires come to 12600 um.
- The floorplan core area is 0.00737 mm2, for reference.
- The dominant register cell in the synthesized netlist is sky130_fd_sc_hd__dfrtp_1, for reference.
- The switching power of the nets is between 0.002 and 0.0025 W, for reference.
- Input and output buffers added on the ports amount to 164.
- The violation count after the first detailed-route iteration is 107, for reference.
- After floorplanning, the die was sized to cover around 0.008 mm2.
- The die boundary width is about 90 um, for reference.
- The filler cells instantiated in the layout total roughly 370.
- According to the timing report, the arrival time at the worst endpoint equals 2850 ps.
- The number of global-route vias before repair is 3308.
- The fraction of power spent switching nets is 0.259, for reference.
- The number of cells in Yosys stat is roughly 240, for reference.
- The final standard cell count with taps included and fillers excluded is 653, for reference.
- Global routing finished with a remaining overflow of 0.
- The area growth from synthesis to layout is 101%.
- For this run, the detailed router's first-pass iteration total came to 4.
-- power groups by stage --
stage / sequential (W) / clock (W) / combinational (W)
after CTS: 0.00321 / 0.00317 / 0.00213
after global routing: 0.00325 / 0.00330 / 0.00238
final: 0.00323 / 0.00314 / 0.00221
-- layer usage --
layer | wire, um | part of all wire | GRT usage
met5 | 25 | 0.0020 | 0
met4 | 288 | 0.023 | 0.0578
met3 | 1570 | 0.12 | 0.171
met2 | 5540 | 0.44 | 0.468
met1 | 5200 | 0.41 | 0.434
-- metrics by stage --
step	hold WS, ps	setup WS, ps	utilization	area, um2
floorplan	231	-1550	-	3200
global placement	645	-2190	0.736	5430
detailed placement	648	-2220	0.736	5430
CTS	-156	-1250	0.842	6210
global route	-105	-1320	0.843	6210
finish	-95.4	-1210	0.843	6210
-- layout by cell type (no fill, tap or decap), types with 10 or more instances in the layout --
cell                              count
sky130_fd_sc_hd__nor2_1              15
sky130_fd_sc_hd__dfrtp_1             74
sky130_fd_sc_hd__clkdlybuf4s50_1     71
sky130_fd_sc_hd__dlygate4sd3_1       55
sky130_fd_sc_hd__clkbuf_8            18
sky130_fd_sc_hd__buf_6               10
sky130_fd_sc_hd__buf_4               67
sky130_fd_sc_hd__mux2i_1             10
sky130_fd_sc_hd__buf_2               79
-- sequential cells by signal, summed over array words and instances (netlist names) --
register / cells
pip_EX_MEM.Q: 16
pip_EX_MEMM.Q: 3
pip_EX_MEM_regs.Q: 1
pip_EX_MEM_regs2.Q: 3
pip_EX_MEM_regs3.Q: 16
pip_EX_MEM_regs4.Q: 1
pip_EX_MEM_regs45.Q: 32
pip_EX_MEM_regs5.Q: 2
-- final cells by class --
type | instances | area [um2] | share of cell area
Clock inverter | 6 | 68.8 | 0.0111
Multi-Input combinational cell | 153 | 1450 | 0.234
Inverter | 5 | 22.5 | 0.00363
Timing Repair Buffer | 296 | 2440 | 0.392
Tap cell | 99 | 124 | 0.0199
Antenna cell | 1 | 2.50 | 0.000403
Sequential cell | 74 | 1850 | 0.298
Clock buffer | 19 | 251 | 0.0405
-- worst paths after layout --
kind / start / end / slack [ps]
worst max-delay path: Op1[0] / pip_EX_MEMM.Q[0]$_DFF_PP0_ / -1210
worst min-delay path: Op2[0] / pip_EX_MEM.Q[0]$_DFF_PP0_ / -100
max in group asynchronous: reset / pip_EX_MEM_regs45.Q[21]$_DFF_PP0_ / 260
min in group asynchronous: reset / pip_EX_MEMM.Q[0]$_DFF_PP0_ / 520
-- worst max-delay path, cell delays in order --
cell	delay [ps]
sky130_fd_sc_hd__buf_8	100
sky130_fd_sc_hd__ha_4	160
sky130_fd_sc_hd__fa_2	470
sky130_fd_sc_hd__o211ai_1	280
sky130_fd_sc_hd__o31ai_2	120
sky130_fd_sc_hd__or2_4	230
sky130_fd_sc_hd__or4_4	500
sky130_fd_sc_hd__or4_4	440
sky130_fd_sc_hd__nor4_4	130
sky130_fd_sc_hd__and4b_1	200
-- logic make-up (layout without fill, tap and decap cells) --
| logic type | count (synthesis) | in the layout | share of synthesized area |
|---|---|---|---|
| AND-OR/OR-AND | 60 | 60 | 0.140 |
| buffers and inverters | 12 | 326 | 0.0307 |
| XOR/XNOR | 11 | 11 | 0.0311 |
| multiplexers | 10 | 10 | 0.0324 |
| flip-flops | 74 | 74 | 0.599 |
| AND/OR/NAND/NOR | 55 | 55 | 0.0955 |
| adder cells (fa/ha/maj) | 17 | 17 | 0.0712 |
| other | 0 | 1 | 0 |
-- timing repair --
item                                    4_1_cts  5_1_grt
hold endpoints to repair                    122        4
endpoints found under the setup margin       92       89
setup buffers                                16        7
gates resized                               330       14
hold buffers                                 53        2
pin swaps                                    38       27
Power figures rest on the tool's default switching activity, not on a simulated workload.
